$ cat flow/run.sh
#!/bin/bash
# OpenROAD 26Q1-2900-gdf79404cd8, Yosys 0.63+post, stock flow scripts
make -C /OpenROAD-flow-scripts/flow DESIGN_CONFIG=/design/flow/config.mk WORK_HOME=/design/flow/orfs finish
$ cat flow/config.mk
export PLATFORM = sky130hd
export DESIGN_NAME = rams_dp
export DESIGN_NICKNAME = rams_dp
export VERILOG_FILES = /design/flow/design.v
export SDC_FILE = /design/flow/constraint.sdc
export NUM_CORES = 4
export LEC_CHECK = 1
export CORE_UTILIZATION = 50
$ cat flow/constraint.sdc
current_design rams_dp

set clk_period 102.6
set clk_io_pct 0.2

create_clock -name clk0 -period $clk_period [get_ports {clk}]

set non_clock_inputs [all_inputs -no_clocks]
set_input_delay [expr $clk_period * $clk_io_pct] -clock clk0 $non_clock_inputs
set_output_delay [expr $clk_period * $clk_io_pct] -clock clk0 [all_outputs]
$ cat flow/design.v
package enums_pkg;
  typedef enum logic [2:0] {
    MC_IDLE,
    MC_LOAD_RAM,
    MC_NTT,
    MC_POLYVEC_BASEMUL,
    MC_INV_NTT
  } main_compute_state_e;
  typedef enum logic {
    ENC,
    DEC
  } main_compute_mode_e;
  typedef enum logic {
    NTT,
    INV_NTT
  } ntt_mode_e;
endpackage
package params_pkg;
  localparam int KYBER_K = 3;
  localparam int KYBER_N = 256;
  localparam int KYBER_Q = 3329;
  localparam int KYBER_ETA = 2;
  localparam int KYBER_DU = 10;
  localparam int KYBER_DV = 4;
  localparam int KYBER_RQ_WIDTH = 12;
  localparam int KYBER_POLY_WIDTH = 16;
  localparam int KYBER_SPOLY_WIDTH = 3;
  localparam int SHAKE_RATE = 1344;
  localparam int SHAKE_CAPACITY = 256;
  localparam byte SHAKE_DOMAIN_SEPERATOR = 8'h1F;
  localparam int ROUND_CONSTANT = 24;
  localparam int MONTGOMERY_R = 4096;
  localparam int MC_RAM_ADDR_BITS = 7;
  localparam int MC_ZETA_ADDR_BITS = 7;
  localparam int MAX_RATE_BYTES = 168;
endpackage
import params_pkg::*;
module rams_dp (
    input clk,
    input wea,
    input web,
    input ena,
    input enb,
    input [6:0] addra,   
    input [6:0] addrb,   
    input [2*KYBER_POLY_WIDTH - 1 : 0] dina,
    input [2*KYBER_POLY_WIDTH - 1 : 0] dinb,
    output reg [2*KYBER_POLY_WIDTH - 1:0] douta,
    output reg [2* KYBER_POLY_WIDTH - 1 : 0] doutb
);
  reg [2*KYBER_POLY_WIDTH - 1:0] RAM[128];
  always @(posedge clk) begin
    if (ena) begin
      if (wea) RAM[addra] <= dina;
      else douta <= RAM[addra];
    end
  end
  always @(posedge clk) begin
    if (enb) begin
      if (web) RAM[addrb] <= dinb;
      else doutb <= RAM[addrb];
    end
  end
endmodule
==> metrics.yaml <==
run_status:
  status: "finished, violations left"
  violations: "max-capacitance violations, max-slew violations"
die:
  core.rowCount: 256
  fp.dieW_um: 701
  coreArea_um2: 487000
  io_pins: 147
  die_h_um: 701
  initCoreUtil: 0.503
  die-area_um2: 492000
timing:
  max_freq_ghz: 0.0379
  finClkSkew_ps: 45.7
  min_period_ps: 26360
  setup_tns_ps: 0
  finalSetupViolCount: 0
  fin_crit_sh: 0.257
  slew_headroom: -0.451
  rsz0062_at_grt: "no"
  slew_violations: 51
  hold_viol_final: 0
  tightest_slew_ps: 2180
grt:
  grt_antenna_before_repair: 201
  grt_max_degree: 81
  grt_pass1_vias: 203584
  grt_first_pass_wirelength_um: 1820000
  grt-ovfl-total: 0
  grt_usage: 0.596
clocking:
  cts_tree: "done"
  cts_setup_buffers: 0
  clk_pin_slew_worst_paths_ps: 60
  clkSinkCount: 4160
  cts_buffer_depth: 4
  htree_levels: 5
  numCtsBuffers: 474
  holdBufCountCts: 0
  cts-resized-gates: 0
  ctsRootBufferMaster: "clkbuf_16"
  clock_latency_ps: 1140
hold_path:
  hp-start: "RAM[33][1]"
  whs_path_depth: 4
  hp-class: "register to register"
  min_to: "douta[1]"
setup_path:
  rr_worst_depth: 7
  startpoint_type: "primary input"
  critPathKind: "primary input to register"
  crit_required_ps: 103450
  r2r-start: "RAM[50][22]"
  setup.worst_path.end_class: "register"
  reg2reg_slack_ps: 98740
  regToRegEndpoint: "douta[22]"
  arrival_ps: 27210
  critical_path_peak_fanout: 51
synth:
  async_flop_share: 0
  postSynthAreaPerCell_um2: 12.6
  synth_area_um2: 245000
  top_area_cell: "edfxtp_1"
  top_cells_by_count: "4525 x mux2_2, 4160 x edfxtp_1, 1545 x clkbuf_1, 1245 x a221oi_1, 961 x nand2_1"
  ys_warn_count: 1
  ys_types: 78
  ys_top_cells_by_area: "edfxtp_1 51%, mux2_2 21%, a221oi_1 4.5%, mux2i_1 2.6%, clkbuf_1 2.4%"
  dominantRegCellSynth: "edfxtp_1"
  synthCells: 19468
  yosys.stat.chipArea_um2: 245000
  edf_count: 4160
  ys_seq_share: 0.511
  yosysCellCount: 19468
  top_cell: "mux2_2"
  synth_flops: 4160
  top_cell_area_share: 0.511
routing:
  dr.first_iter.drc_count: 26208
  via_per_inst: 8.04
  totalWireLength_um: 1380000
  via_count: 208005
  wl_per_cell_um: 53.3
  postRouteAntennaNets: 0
  firstDrtPassIters: 17
  drc: 0
layout:
  logic_area_um2: 112000
  seqCellArea_um2: 125000
  finalInstanceArea_um2: 272000
  drive_gt1_frac: 0.379
  n_fill_cell: 39716
  syn_to_final_growth_pct: 11.2
place:
  gp_congestion: 1.15
  dpl-instance-area_um2: 256000
  hpwl_um: 873000
  port_buffers: 146
power:
  power_density_nw_per_um2: 15.5
  leakagePower_uw: 0.0865
  peakVddDrop_mv: 0.0181
flow_run:
  warnings: 28
  cap_violations: 17
==> power breakdown <==
part,internal [uW],total (uW),switching [uW]
combinational,179,623,444
clock,940,1700,760
sequential,1880,1890,11.8
==> cell type report <==
cell class | instances | share of cell area
Clock inverter | 295 | 0.00942
Antenna cell | 321 | 0.00295
Tap cell | 6450 | 0.0297
Inverter | 20 | 0.000460
Timing Repair Buffer | 1448 | 0.0425
Multi-Input combinational cell | 12593 | 0.410
Clock buffer | 586 | 0.0454
Sequential cell | 4160 | 0.459
==> sequential cells by signal, summed over array words and instances, names as in the netlist <==
name   count
doutb     32
douta     32
RAM     4096
==> cells by family (layout without fill, tap and decap cells) <==
logic type,after synthesis,in the layout,share of synthesized area
multiplexers,5352,5352,0.252
AND-OR/OR-AND,5119,5119,0.152
flip-flops,4160,4160,0.511
buffers and inverters,2715,2349,0.0483
AND/OR/NAND/NOR,2122,2122,0.0369
other,0,321,0
==> placed cells by master (no fill, tap or decap), types with 185 or more instances in the layout <==
cell type     n
a21oi_1     877
a222oi_1    237
diode_2     321
edfxtp_1   4160
a22oi_1     575
mux4_2      185
nor2_1      511
mux2i_1     632
nand2_1     923
o22ai_1     225
o21ai_0     689
a221oi_1   1245
buf_4      1311
clkbuf_16   477
mux2_2     4525
==> metrics by stage <==
| step | power [uW] | hold slack [ps] | utilization | worst slack [ps] | std cells |
|---|---|---|---|---|---|
| after global routing | 4250 | 928 | 0.559 | 76490 | 25768 |
| after global placement | 2490 | 880 | 0.526 | 75670 | 24655 |
| after floorplan | 2210 | 666 | - | 78510 | 19468 |
| after detailed placement | 2490 | 840 | 0.527 | 75800 | 24668 |
| after CTS | 4150 | 878 | 0.557 | 76910 | 25549 |
| final | 4220 | 883 | 0.559 | 76240 | 25873 |
==> how the worst max path moves through the flow <==
stage	from	to	depth (start not counted)	slack, ps
CTS	addrb[1]	doutb[12]	13	76910
global route	addrb[2]	doutb[26]	15	76490
finish	addrb[2]	doutb[26]	15	76240
==> routing by layer <==
| layer | global-route usage | share of wire | vias up |
|---|---|---|---|
| li1 | - | - | 77098 |
| met1 | 0.640 | 0.29 | 101935 |
| met2 | 0.713 | 0.38 | 21801 |
| met3 | 0.512 | 0.21 | 6845 |
| met4 | 0.460 | 0.11 | 326 |
| met5 | 0.308 | 0.011 | - |
==> worst max-delay path, cell delays in order <==
cell	delay, ps
buf_8	370
buf_4	520
buf_4	520
buf_4	550
inv_8	280
buf_4	360
buf_4	380
buf_4	380
buf_4	330
a221oi_1	240
o21ai_0	130
and2_0	320
a31oi_1	910
o211ai_1	640
or3_1	520
Power is estimated from default activity; no workload was simulated.
